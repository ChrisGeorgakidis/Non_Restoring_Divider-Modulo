[flow/config.mk]
export PLATFORM = sky130hd
export DESIGN_NAME = Divider_Modulo
export DESIGN_NICKNAME = Divider_Modulo
export VERILOG_FILES = /design/flow/design.v
export SDC_FILE = /design/flow/constraint.sdc
export NUM_CORES = 4
export LEC_CHECK = 1
export CORE_UTILIZATION = 50
[flow/constraint.sdc]
current_design Divider_Modulo

set clk_period 27.3
set clk_io_pct 0.2

create_clock -name clk0 -period $clk_period [get_ports {clk}]

set non_clock_inputs [all_inputs -no_clocks]
set_input_delay [expr $clk_period * $clk_io_pct] -clock clk0 $non_clock_inputs
set_output_delay [expr $clk_period * $clk_io_pct] -clock clk0 [all_outputs]
[flow/design.v]
module Divider_Modulo (clk , reset, mode, valid_in, divisor, dividend, result, valid_out);
input wire clk, reset, mode,valid_in;
input wire [31:0]dividend;
input wire [15:0]divisor;
output reg valid_out;
output wire [31:0]result;
reg [4:0]clk_counter;
reg [0:0]v_out_p[3:0];
reg [0:0]mode_p[4:0];
reg [31:0]dividend_p[4:0];	 
reg [15:0]divisor_p[4:0];	 
wire [15:0]temp_remainder[11:0];	 
reg  [15:0]remainder_p[3:0];	 
wire [15:0]remainder_p_w[3:0];	 
wire [15:0]remainder_final;		 
wire [15:0]remainder_out;		 
reg  [16:0]quotient_p[3:0];	 
wire [16:0]quotient_w;			 
wire [16:0]quotient_out;		 
assign quotient_out = {quotient_p[3][16:1], quotient_w[0]};
assign remainder_out = (remainder_final[15] == 1) ? divisor_p[4] + remainder_final : remainder_final;
assign result = (mode_p[4] == 0) ?  quotient_out : remainder_out;
Divider_row Divider_row_16 (
	.divisor	(divisor_p[0]),
	.dividend	(dividend_p[0][31:16]),
	.quotient	(1'b1),
	.q_out		(quotient_w[16]),
	.remainder	(temp_remainder[11])
);
Divider_row Divider_row_15 (
	.divisor	(divisor_p[0]),
	.dividend	({temp_remainder[11][14:0], dividend_p[0][15]}),
	.quotient	(~temp_remainder[11][15]),
	.q_out		(quotient_w[15]),
	.remainder	(temp_remainder[10])
);
Divider_row Divider_row_14 (
	.divisor	(divisor_p[0]),
	.dividend	({temp_remainder[10][14:0], dividend_p[0][14]}),
	.quotient	(~temp_remainder[10][15]),
	.q_out		(quotient_w[14]),
	.remainder	(temp_remainder[9])
);
Divider_row Divider_row_13 (
	.divisor	(divisor_p[0]),
	.dividend	({temp_remainder[9][14:0], dividend_p[0][13]}),
	.quotient	(~temp_remainder[9][15]),
	.q_out		(quotient_w[13]),
	.remainder	(remainder_p_w[3])
);
Divider_row Divider_row_12 (
	.divisor	(divisor_p[1]),
	.dividend	({remainder_p[3][14:0], dividend_p[1][12]}),
	.quotient	(~remainder_p[3][15]),
	.q_out		(quotient_w[12]),
	.remainder	(temp_remainder[8])
);
Divider_row Divider_row_11 (
	.divisor	(divisor_p[1]),
	.dividend	({temp_remainder[8][14:0], dividend_p[1][11]}),
	.quotient	(~temp_remainder[8][15]),
	.q_out		(quotient_w[11]),
	.remainder	(temp_remainder[7])
);
Divider_row Divider_row_10 (
	.divisor	(divisor_p[1]),
	.dividend	({temp_remainder[7][14:0], dividend_p[1][10]}),
	.quotient	(~temp_remainder[7][15]),
	.q_out		(quotient_w[10]),
	.remainder	(temp_remainder[6])
);
Divider_row Divider_row_9 (
	.divisor	(divisor_p[1]),
	.dividend	({temp_remainder[6][14:0], dividend_p[1][9]}),
	.quotient	(~temp_remainder[6][15]),
	.q_out		(quotient_w[9]),
	.remainder	(remainder_p_w[2])
);
Divider_row Divider_row_8 (
	.divisor	(divisor_p[2]),
	.dividend	({remainder_p[2][14:0], dividend_p[2][8]}),
	.quotient	(~remainder_p[2][15]),
	.q_out		(quotient_w[8]),
	.remainder	(temp_remainder[5])
);
Divider_row Divider_row_7 (
	.divisor	(divisor_p[2]),
	.dividend	({temp_remainder[5][14:0], dividend_p[2][7]}),
	.quotient	(~temp_remainder[5][15]),
	.q_out		(quotient_w[7]),
	.remainder	(temp_remainder[4])
);
Divider_row Divider_row_6 (
	.divisor	(divisor_p[2]),
	.dividend	({temp_remainder[4][14:0], dividend_p[2][6]}),
	.quotient	(~temp_remainder[4][15]),
	.q_out		(quotient_w[6]),
	.remainder	(temp_remainder[3])
);
Divider_row Divider_row_5 (
	.divisor	(divisor_p[2]),
	.dividend	({temp_remainder[3][14:0], dividend_p[2][5]}),
	.quotient	(~temp_remainder[3][15]),
	.q_out		(quotient_w[5]),
	.remainder	(remainder_p_w[1])
);
Divider_row Divider_row_4 (
	.divisor	(divisor_p[3]),
	.dividend	({remainder_p[1][14:0], dividend_p[3][4]}),
	.quotient	(~remainder_p[1][15]),
	.q_out		(quotient_w[4]),
	.remainder	(temp_remainder[2])
);
Divider_row Divider_row_3 (
	.divisor	(divisor_p[3]),
	.dividend	({temp_remainder[2][14:0], dividend_p[3][3]}),
	.quotient	(~temp_remainder[2][15]),
	.q_out		(quotient_w[3]),
	.remainder	(temp_remainder[1])
);
Divider_row Divider_row_2 (
	.divisor	(divisor_p[3]),
	.dividend	({temp_remainder[1][14:0], dividend_p[3][2]}),
	.quotient	(~temp_remainder[1][15]),
	.q_out		(quotient_w[2]),
	.remainder	(temp_remainder[0])
);
Divider_row Divider_row_1 (
	.divisor	(divisor_p[3]),
	.dividend	({temp_remainder[0][14:0], dividend_p[3][1]}),
	.quotient	(~temp_remainder[0][15]),
	.q_out		(quotient_w[1]),
	.remainder	(remainder_p_w[0])
);
Divider_row Divider_row_0 (
	.divisor	(divisor_p[4]),
	.dividend	({remainder_p[0][14:0], dividend_p[4][0]}),
	.quotient	(~remainder_p[0][15]),
	.q_out		(quotient_w[0]),
	.remainder	(remainder_final)
);
always @ ( posedge clk or posedge reset ) begin
	if (reset == 1'b1) begin
		clk_counter <= 5'b0;
		v_out_p[0]				<= 1'b0;
		v_out_p[1]				<= 1'b0;
		v_out_p[2]				<= 1'b0;
		v_out_p[3]				<= 1'b0;
		valid_out				<= 1'b0;
		dividend_p[0]			<= 32'b0;
		dividend_p[1]			<= 32'b0;
		dividend_p[2]			<= 32'b0;
		dividend_p[3]			<= 32'b0;
		dividend_p[4]			<= 32'b0;
		divisor_p[0]			<= 16'b0;
		divisor_p[1]			<= 16'b0;
		divisor_p[2]			<= 16'b0;
		divisor_p[3]			<= 16'b0;
		divisor_p[4]			<= 16'b0;
		remainder_p[0]			<= 16'b0;
		remainder_p[1]			<= 16'b0;
		remainder_p[2]			<= 16'b0;
		remainder_p[3]			<= 16'b0;
		mode_p[0]				<= 1'b0;
		mode_p[1]				<= 1'b0;
		mode_p[2]				<= 1'b0;
		mode_p[3]				<= 1'b0;
		quotient_p[0]			<= 17'b0;
		quotient_p[1]			<= 17'b0;
		quotient_p[2]			<= 17'b0;
		quotient_p[3]			<= 17'b0;
	end
	else begin
		clk_counter <= clk_counter + 5'd1;
		v_out_p[0]				<= valid_in;
		v_out_p[1]				<= v_out_p[0];
		v_out_p[2]				<= v_out_p[1];
		v_out_p[3]				<= v_out_p[2];
		valid_out				<= v_out_p[3];
		mode_p[0]				<= mode;
		mode_p[1]				<= mode_p[0];
		mode_p[2]				<= mode_p[1];
		mode_p[3]				<= mode_p[2];
		mode_p[4]				<= mode_p[3];
		dividend_p[0]			<= dividend;
		dividend_p[1]			<= dividend_p[0];
		dividend_p[2]			<= dividend_p[1];
		dividend_p[3]			<= dividend_p[2];
		dividend_p[4]			<= dividend_p[3];
		divisor_p[0]			<= divisor;
		divisor_p[1]			<= divisor_p[0];
		divisor_p[2]			<= divisor_p[1];
		divisor_p[3]			<= divisor_p[2];
		divisor_p[4]			<= divisor_p[3];
		remainder_p[0]			<= remainder_p_w[0];
		remainder_p[1]			<= remainder_p_w[1];
		remainder_p[2]			<= remainder_p_w[2];
		remainder_p[3]			<= remainder_p_w[3];
		quotient_p[0][16:13]	<= quotient_w[16:13];
		quotient_p[1][16:9]		<= {quotient_p[0][16:13], quotient_w[12:9]};
		quotient_p[2][16:5]		<= {quotient_p[1][16:9], quotient_w[8:5]};
		quotient_p[3][16:1]		<= {quotient_p[2][16:5], quotient_w[4:1]};
	end
end
endmodule
module Divider_row(divisor, dividend, quotient, q_out, remainder);
input [15:0]divisor;
input [15:0]dividend;
input quotient;
output [15:0]remainder;
output q_out;
wire [15:0]cout;
assign q_out = ~remainder[15];
cas cas_15 (
	.divisor	(divisor[15]),
	.dividend	(dividend[15]),
	.quotient	(quotient),
	.cin		(cout[14]),
	.cout		(cout[15]),
	.remainder  (remainder[15])
);
cas cas_14 (
	.divisor	(divisor[14]),
	.dividend	(dividend[14]),
	.quotient	(quotient),
	.cin		(cout[13]),
	.cout		(cout[14]),
	.remainder  (remainder[14])
);
cas cas_13 (
	.divisor	(divisor[13]),
	.dividend	(dividend[13]),
	.quotient	(quotient),
	.cin		(cout[12]),
	.cout		(cout[13]),
	.remainder  (remainder[13])
);
cas cas_12 (
	.divisor	(divisor[12]),
	.dividend	(dividend[12]),
	.quotient	(quotient),
	.cin		(cout[11]),
	.cout		(cout[12]),
	.remainder  (remainder[12])
);
cas cas_11 (
	.divisor	(divisor[11]),
	.dividend	(dividend[11]),
	.quotient	(quotient),
	.cin		(cout[10]),
	.cout		(cout[11]),
	.remainder  (remainder[11])
);
cas cas_10 (
	.divisor	(divisor[10]),
	.dividend	(dividend[10]),
	.quotient	(quotient),
	.cin		(cout[9]),
	.cout		(cout[10]),
	.remainder  (remainder[10])
);
cas cas_9 (
	.divisor	(divisor[9]),
	.dividend	(dividend[9]),
	.quotient	(quotient),
	.cin		(cout[8]),
	.cout		(cout[9]),
	.remainder  (remainder[9])
);
cas cas_8 (
	.divisor	(divisor[8]),
	.dividend	(dividend[8]),
	.quotient	(quotient),
	.cin		(cout[7]),
	.cout		(cout[8]),
	.remainder  (remainder[8])
);
cas cas_7 (
	.divisor	(divisor[7]),
	.dividend	(dividend[7]),
	.quotient	(quotient),
	.cin		(cout[6]),
	.cout		(cout[7]),
	.remainder  (remainder[7])
);
cas cas_6 (
	.divisor	(divisor[6]),
	.dividend	(dividend[6]),
	.quotient	(quotient),
	.cin		(cout[5]),
	.cout		(cout[6]),
	.remainder  (remainder[6])
);
cas cas_5 (
	.divisor	(divisor[5]),
	.dividend	(dividend[5]),
	.quotient	(quotient),
	.cin		(cout[4]),
	.cout		(cout[5]),
	.remainder  (remainder[5])
);
cas cas_4 (
	.divisor	(divisor[4]),
	.dividend	(dividend[4]),
	.quotient	(quotient),
	.cin		(cout[3]),
	.cout		(cout[4]),
	.remainder  (remainder[4])
);
cas cas_3 (
	.divisor	(divisor[3]),
	.dividend	(dividend[3]),
	.quotient	(quotient),
	.cin		(cout[2]),
	.cout		(cout[3]),
	.remainder  (remainder[3])
);
cas cas_2 (
	.divisor	(divisor[2]),
	.dividend	(dividend[2]),
	.quotient	(quotient),
	.cin		(cout[1]),
	.cout		(cout[2]),
	.remainder  (remainder[2])
);
cas cas_1 (
	.divisor	(divisor[1]),
	.dividend	(dividend[1]),
	.quotient	(quotient),
	.cin		(cout[0]),
	.cout		(cout[1]),
	.remainder  (remainder[1])
);
cas cas_0 (
	.divisor	(divisor[0]),
	.dividend	(dividend[0]),
	.quotient	(quotient),
	.cin		(quotient),
	.cout		(cout[0]),
	.remainder  (remainder[0])
);
endmodule
module cas (divisor, dividend, quotient, cin, cout, remainder);
input wire divisor, dividend, quotient, cin;
output wire cout, remainder;
assign remainder = (quotient ^ divisor) ^ dividend ^ cin;
assign cout = ((quotient ^ divisor)&dividend) | ((quotient ^ divisor)&cin) | (cin&dividend);
endmodule
[flow/run.sh]
#!/bin/bash
# OpenROAD 26Q1-2900-gdf79404cd8, Yosys 0.63+post, stock flow scripts
make -C /OpenROAD-flow-scripts/flow DESIGN_CONFIG=/design/flow/config.mk WORK_HOME=/design/flow/orfs finish
==> job_summary.md <==
### Flow metrics

| Metric | Value |
|---|---|
| CTS sink cnt | 254 |
| GR Overflow Total | 0 |
| Crit path DAT | 26340 ps |
| Row cnt | 65 |
| Routing usage on met2 | 31.3% |
| Min-Delay Path Class | flop to flop |
| Kind of critical path | flop to flop |
| Max Slew Vio Count | 0 |
| Min Tclk post-route | 25900 ps |
| Clock Skew | 18.5 ps |
| Clk latency of the worst-skew pair | 550 ps |
| Most used cell, CP | fa_1 |
| CTS Buf Count | 29 |
| Flip-flops with a built-in enable | 1 |
| Synthesis area per yosys | 16000 um2 |
| TritonCTS clock tree | yes |
| YS warnings | 13 |
| Initial core utilization | 50.8% |
| TNS Setup | 0 ps |
| CTS max path bufs | 3 |
| Die Y | 181 um |
| Post-synthesis instance area | 16000 um2 |
| Vias in the first global route | 8904 |
| Global-route wire length before repair | 43900 um |
| Yosys cell types | 52 |
| Vias | 8020 |
| H-tree Lvls | 1 |
| Worst Tran Pin Value | 739 ps |
| Initial detailed-routing violation count | 247 |
| Critical-path maximum fanout | 15 |
| Number of port buffers | 69 |
| Detailed Routing Iterations Pass 1 | 4 |
| Core area | 31600 um2 |
| WL final | 24800 um |
| Dominant Register Cell | dfrtp_1 |
| Worst-path clk slew | 70 ps |
| Final GP Congestion | 0.831 |
| Outcome | complete, no violations |
| Critical Path Max Stage Delay | 500 ps |
| Die W | 181 um |
| Area Overhead vs Synth | 14.5% |
| Slowest CP cell | dfrtp_2 |
| Vias per inst | 4.77 |
| Met1 Use GR | 26.8% |
| Pre-CTS WS | 643 ps |
| Drt drc | 0 |
| IO Count | 85 |
| Mapped Cells | 1165 |
| F_max | 38.6 MHz |
| Initial antenna violation count | 0 |
| Final hold slack | 344 ps |
| Chip Area | 32800 um2 |
| Tcrit/Tclk final | 94.9% |
| Antenna Violating Nets Remaining | 0 |
| Post-DR wirelength/cell | 14.8 um |
| Top Usage Layer GRT | met2 |
| Worst setup EP type | flop |
| Clk root buf | clkbuf_16 |
| Setup ws final | 1400 ps |
| CP Data Required Time | 27740 ps |
| Post-synth ARST share | 99.6% |
| Diode count | 0 |
| Layout cells sized above 1 | 9.84% |
| Dpl cell area | 17200 um2 |
| Hpwl dp | 19800 um |
| Startpoint Class | flop |
| Gr usage total | 18.1% |
| Final setup viols | 0 |
| Tool warnings | 27 |
| # Cells Yosys | 1165 |
| Slew margin rel. | 50.6% |
| Synth Register Bits | 254 |
| Post-Syn Area per Cell | 13.8 um2 |
| Register share after synthesis | 39.7% |
| MaxCap Viol Count | 0 |
| Final Cell Area | 18300 um2 |
| Met3 usage | 2.38% |
| Hold violation total from the final report | 0 |
| Largest net degree at the start of global routing | 124 |
## registers in the layout (all words and copies together) (netlist names)
register and flops:
quotient_p 40, remainder_p 64, mode_p 5, valid_out 1, v_out_p 4, dividend_p 60, divisor_p 80
## layer usage
layer | up-vias | share of wire (%)
met5 | - | 0
met4 | 0 | 2.7
met3 | 39 | 3.2
met2 | 129 | 56
met1 | 4159 | 38
li1 | 3693 | -
## through the flow
stage               std cells  utilization (%)
global route             1683             58.1
CTS                      1673             57.8
global placement         1620             54.4
finish                   1683             58.1
floorplan                1179                -
detailed placement       1620             54.4
## logic make-up after synthesis
family                   count (synthesis)  synth area share, %
AND/OR/NAND/NOR                         75                 2.33
other                                    1               0.0234
multiplexers                             9                0.609
buffers and inverters                  208                 5.51
flip-flops                             254                 39.7
XOR/XNOR                               288                 17.6
adder cells (fa/ha/maj)                255                 31.1
AND-OR/OR-AND                           75                 3.07
## layout by cell type, fill, tap and decap left out, drive strengths merged, types with 7 or more instances in the layout
cell / n
dfrtp: 253
fa: 239
xnor2: 225
inv: 160
clkdlybuf4s50: 69
xor2: 60
clkbuf: 38
buf: 30
nand2: 20
o21ai: 18
nor2: 18
ha: 16
a21oi: 15
conb: 15
nor2b: 8
nand3: 7
## final cells by class
cell class	count	area [um2]
Inverter	158	601
Clock buffer	38	850
Fill cell	2521	13200
Clock inverter	15	226
Tap cell	402	503
Timing Repair Buffer	99	928
Sequential cell	254	6360
Multi-Input combinational cell	717	8870
## critical path, delay by kind of cell (launching register included)
| kind | cells | cell delay, ps |
|---|---|---|
| adder cells (fa/ha/maj) | 55 | 21030 |
| XOR/XNOR | 12 | 2780 |
| buffers and inverters | 10 | 1050 |
| flip-flops | 1 | 500 |
| multiplexers | 1 | 250 |
| AND-OR/OR-AND | 1 | 110 |
| AND/OR/NAND/NOR | 1 | 80 |
## worst paths after layout
path | start | end | slack (ps) | cells past startpoint
max | divisor_p[3][0]$_DFF_PP0_ | quotient_p[3][1]$_DFF_PP0_ | 1400 | 80
min | dividend_p[0][10]$_DFF_PP0_ | dividend_p[1][10]$_DFF_PP0_ | 340 | 0
max reg2reg | divisor_p[3][0]$_DFF_PP0_ | quotient_p[3][1]$_DFF_PP0_ | 1400 | 80
min reg2reg | dividend_p[0][10]$_DFF_PP0_ | dividend_p[1][10]$_DFF_PP0_ | 340 | 0
max in group asynchronous | reset | dividend_p[1][6]$_DFF_PP0_ | 20320 | 4
min in group asynchronous | reset | valid_out$_DFF_PP0_ | 5380 | 2
## synth_stat cells (all sizes together), types with 3 or more instances
cell | count | area (um2)
clkbuf | 12 | 45.0
a211oi | 6 | 45.0
mux2 | 6 | 67.6
o21bai | 3 | 22.5
o221ai | 3 | 26.3
o21ai | 18 | 90.1
a21oi | 15 | 75.1
nor3 | 6 | 30.0
o31ai | 3 | 22.5
inv | 158 | 593
fa | 239 | 4780
nor2 | 18 | 67.6
a31oi | 6 | 37.5
a21o | 4 | 30.0
nand2 | 20 | 75.1
dfrtp | 253 | 6330
xnor2 | 225 | 2220
mux2i | 3 | 30.0
nand3b | 3 | 22.5
nand3 | 7 | 35.0
o21a | 6 | 45.0
buf | 38 | 245
nor2b | 8 | 50.1
xnor3 | 3 | 70.1
ha | 16 | 200
xor2 | 60 | 533
## timing repair
item | in CTS | in global routing
setup buffers | 0 | 10
resized | 0 | 2
endpoints found under the setup margin | 0 | 3
hold buffers | 0 | 0
